$ cat ./config.mk
export PLATFORM = sky130hd
export DESIGN_NAME = mul_booth2
export DESIGN_NICKNAME = mul_booth2
export VERILOG_FILES = /design/flow/design.v
export SDC_FILE = /design/flow/constraint.sdc
export NUM_CORES = 4
export LEC_CHECK = 1
export CORE_UTILIZATION = 40
$ cat ./design.v
module mul_booth2(
    input [31:0]        a,
    input [31:0]        b,
    input               sign,    
    output [63:0]       result
    );
    wire [32:0] a_ex, b_ex;
    assign a_ex = sign ? {a[31],a} : {1'b0,a};
    assign b_ex = sign ? {b[31],b} : {1'b0,b};
    wire [64:0] x, neg_x, xx, neg_xx;
    assign x = {{32{a_ex[32]}},a_ex};
    assign xx = {x[63:0],1'b0};
    assign neg_x = ~x + 1'b1;
    assign neg_xx = ~xx + 1'b1;
    wire [64:0] part_prod [0:16];
    assign part_prod[0] = b_ex[0] ? neg_x : 65'b0;
    assign part_prod[1] = b_ex[2] ? ( b_ex[1] ^ b_ex[0] ? {neg_x[63:0],1'b0} : (b_ex[0] ? 65'b0 : {neg_xx[63:0],1'b0})):
                                ( b_ex[1] ^ b_ex[0] ? {x[63:0],1'b0} : (b_ex[0] ? {xx[63:0],1'b0} : 65'b0));
    assign part_prod[2] = b_ex[4] ? ( b_ex[3] ^ b_ex[2] ? {neg_x[61:0],3'b0} : (b_ex[2] ? 65'b0 : {neg_xx[61:0],3'b0})):
                                    ( b_ex[3] ^ b_ex[2] ? {x[61:0],3'b0} : (b_ex[2] ? {xx[61:0],3'b0} : 65'b0));
    assign part_prod[3] = b_ex[6] ? ( b_ex[5] ^ b_ex[4] ? {neg_x[59:0],5'b0} : (b_ex[4] ? 65'b0 : {neg_xx[59:0],5'b0})):
                                    ( b_ex[5] ^ b_ex[4] ? {x[59:0],5'b0} : (b_ex[4] ? {xx[59:0],5'b0} : 65'b0));
    assign part_prod[4] = b_ex[8] ? ( b_ex[7] ^ b_ex[6] ? {neg_x[57:0],7'b0} : (b_ex[6] ? 65'b0 : {neg_xx[57:0],7'b0})):
                                    ( b_ex[7] ^ b_ex[6] ? {x[57:0],7'b0} : (b_ex[6] ? {xx[57:0],7'b0} : 65'b0));
    assign part_prod[5] = b_ex[10] ? ( b_ex[9] ^ b_ex[8] ? {neg_x[55:0],9'b0} : (b_ex[8] ? 65'b0 : {neg_xx[55:0],9'b0})):
                                    ( b_ex[9] ^ b_ex[8] ? {x[55:0],9'b0} : (b_ex[8] ? {xx[55:0],9'b0} : 65'b0));
    assign part_prod[6] = b_ex[12] ? ( b_ex[11] ^ b_ex[10] ? {neg_x[53:0],11'b0} : (b_ex[10] ? 65'b0 : {neg_xx[53:0],11'b0})):
                                    ( b_ex[11] ^ b_ex[10] ? {x[53:0],11'b0} : (b_ex[10] ? {xx[53:0],11'b0} : 65'b0));
    assign part_prod[7] = b_ex[14] ? ( b_ex[13] ^ b_ex[12] ? {neg_x[51:0],13'b0} : (b_ex[12] ? 65'b0 : {neg_xx[51:0],13'b0})):
                                    ( b_ex[13] ^ b_ex[12] ? {x[51:0],13'b0} : (b_ex[12] ? {xx[51:0],13'b0} : 65'b0));
    assign part_prod[8] = b_ex[16] ? ( b_ex[15] ^ b_ex[14] ? {neg_x[49:0],15'b0} : (b_ex[14] ? 65'b0 : {neg_xx[49:0],15'b0})):
                                    ( b_ex[15] ^ b_ex[14] ? {x[49:0],15'b0} : (b_ex[14] ? {xx[49:0],15'b0} : 65'b0));
    assign part_prod[9] = b_ex[18] ? ( b_ex[17] ^ b_ex[16] ? {neg_x[47:0],17'b0} : (b_ex[16] ? 65'b0 : {neg_xx[47:0],17'b0})):
                                    ( b_ex[17] ^ b_ex[16] ? {x[47:0],17'b0} : (b_ex[16] ? {xx[47:0],17'b0} : 65'b0));
    assign part_prod[10] = b_ex[20] ? ( b_ex[19] ^ b_ex[18] ? {neg_x[45:0],19'b0} : (b_ex[18] ? 65'b0 : {neg_xx[45:0],19'b0})):
                                    ( b_ex[19] ^ b_ex[18] ? {x[45:0],19'b0} : (b_ex[18] ? {xx[45:0],19'b0} : 65'b0));
    assign part_prod[11] = b_ex[22] ? ( b_ex[21] ^ b_ex[20] ? {neg_x[43:0],21'b0} : (b_ex[20] ? 65'b0 : {neg_xx[43:0],21'b0})):
                                    ( b_ex[21] ^ b_ex[20] ? {x[43:0],21'b0} : (b_ex[20] ? {xx[43:0],21'b0} : 65'b0));
    assign part_prod[12] = b_ex[24] ? ( b_ex[23] ^ b_ex[22] ? {neg_x[41:0],23'b0} : (b_ex[22] ? 65'b0 : {neg_xx[41:0],23'b0})):
                                    ( b_ex[23] ^ b_ex[22] ? {x[41:0],23'b0} : (b_ex[22] ? {xx[41:0],23'b0} : 65'b0));
    assign part_prod[13] = b_ex[26] ? ( b_ex[25] ^ b_ex[24] ? {neg_x[39:0],25'b0} : (b_ex[24] ? 65'b0 : {neg_xx[39:0],25'b0})):
                                    ( b_ex[25] ^ b_ex[24] ? {x[39:0],25'b0} : (b_ex[24] ? {xx[39:0],25'b0} : 65'b0));
    assign part_prod[14] = b_ex[28] ? ( b_ex[27] ^ b_ex[26] ? {neg_x[37:0],27'b0} : (b_ex[26] ? 65'b0 : {neg_xx[37:0],27'b0})):
                                    ( b_ex[27] ^ b_ex[26] ? {x[37:0],27'b0} : (b_ex[26] ? {xx[37:0],27'b0} : 65'b0));
    assign part_prod[15] = b_ex[30] ? ( b_ex[29] ^ b_ex[28] ? {neg_x[35:0],29'b0} : (b_ex[28] ? 65'b0 : {neg_xx[35:0],29'b0})):
                                    ( b_ex[29] ^ b_ex[28] ? {x[35:0],29'b0} : (b_ex[28] ? {xx[35:0],29'b0} : 65'b0));
    assign part_prod[16] = b_ex[32] ? ( b_ex[31] ^ b_ex[30] ? {neg_x[33:0],31'b0} : (b_ex[30] ? 65'b0 : {neg_xx[33:0],31'b0})):
                                    ( b_ex[31] ^ b_ex[30] ? {x[33:0],31'b0} : (b_ex[30] ? {xx[33:0],31'b0} : 65'b0));
    wire [64:0] C[0:14],C_temp[0:14],S[0:14];
    wire [64:0] result_tmp;
    assign S[0] = part_prod[16] ^ part_prod[15] ^ part_prod[14];
    assign S[1] = part_prod[13] ^ part_prod[12] ^ part_prod[11];
    assign S[2] = part_prod[10] ^ part_prod[9] ^ part_prod[8];
    assign S[3] = part_prod[7] ^ part_prod[6] ^ part_prod[5];
    assign S[4] = part_prod[4] ^ part_prod[3] ^ part_prod[2];
    assign C_temp[0] = (part_prod[16]&part_prod[15]) | (part_prod[15]&part_prod[14]) | (part_prod[16]&part_prod[14]);
    assign C_temp[1] = (part_prod[13]&part_prod[12]) | (part_prod[12]&part_prod[11]) | (part_prod[13]&part_prod[11]);
    assign C_temp[2] = (part_prod[10]&part_prod[9]) | (part_prod[9]&part_prod[8]) | (part_prod[10]&part_prod[8]);
    assign C_temp[3] = (part_prod[7]&part_prod[6]) | (part_prod[6]&part_prod[5]) | (part_prod[7]&part_prod[5]);
    assign C_temp[4] = (part_prod[4]&part_prod[3]) | (part_prod[3]&part_prod[2]) | (part_prod[4]&part_prod[2]);
    assign C[0] = {C_temp[0][63:0],1'b0};
    assign C[1] = {C_temp[1][63:0],1'b0};
    assign C[2] = {C_temp[2][63:0],1'b0};
    assign C[3] = {C_temp[3][63:0],1'b0};
    assign C[4] = {C_temp[4][63:0],1'b0};
    assign S[5] = S[0] ^ S[1] ^ S[2];
    assign S[6] = S[3] ^ S[4] ^ part_prod[1];
    assign S[7] = part_prod[0] ^ C[0] ^ C[1];
    assign S[8] = C[2] ^ C[3] ^ C[4];
    assign C_temp[5] = (S[0]&S[1]) | (S[1]&S[2]) | (S[0]&S[2]);
    assign C_temp[6] = (S[3]&S[4]) | (S[4]&part_prod[1]) | (S[3]&part_prod[1]);
    assign C_temp[7] = (part_prod[0]&C[0]) | (C[0]&C[1]) | (part_prod[0]&C[1]);
    assign C_temp[8] = (C[2]&C[3]) | (C[3]&C[4]) | (C[2]&C[4]);
    assign C[5] = {C_temp[5][63:0],1'b0};
    assign C[6] = {C_temp[6][63:0],1'b0};
    assign C[7] = {C_temp[7][63:0],1'b0};
    assign C[8] = {C_temp[8][63:0],1'b0};
    assign S[9] = S[5] ^ S[6] ^ S[7];
    assign S[10] = S[8] ^ C[5] ^ C[6];
    assign C_temp[9] = (S[5]&S[6]) | (S[6]&S[7]) | (S[5]&S[7]);
    assign C_temp[10] = (S[8]&C[5]) | (C[5]&C[6]) | (S[8]&C[6]);
    assign C[9] = {C_temp[9][63:0],1'b0};
    assign C[10] = {C_temp[10][63:0],1'b0};
    assign S[11] = S[9] ^ S[10] ^ C[7];
    assign S[12] = C[8] ^ C[9] ^ C[10];
    assign C_temp[11] = (S[9]&S[10]) | (S[10]&C[7]) | (S[9]&C[7]);
    assign C_temp[12] = (C[8]&C[9]) | (C[9]&C[10]) | (C[8]&C[10]);
    assign C[11] = {C_temp[11][63:0],1'b0};
    assign C[12] = {C_temp[12][63:0],1'b0};
    assign S[13] = S[11] ^ S[12] ^ C[11];
    assign C_temp[13] = (S[11]&S[12]) | (S[12]&C[11]) | (S[11]&C[11]);
    assign C[13] = {C_temp[13][63:0],1'b0};
    assign S[14] = S[13] ^ C[12] ^ C[13];
    assign C_temp[14] = (S[13]&C[12]) | (C[12]&C[13]) | (S[13]&C[13]);
    assign C[14] = {C_temp[14][63:0],1'b0};
    assign result_tmp = S[14] + C[14];
    assign result = result_tmp[63:0];
endmodule
$ cat ./constraint.sdc
current_design mul_booth2

set clk_period 34.9
set clk_io_pct 0.2

create_clock -name clk0 -period $clk_period

set non_clock_inputs [all_inputs -no_clocks]
set_input_delay [expr $clk_period * $clk_io_pct] -clock clk0 $non_clock_inputs
set_output_delay [expr $clk_period * $clk_io_pct] -clock clk0 [all_outputs]
$ cat ./run.sh
#!/bin/bash
# OpenROAD 26Q1-2900-gdf79404cd8, Yosys 0.63+post, stock flow scripts
make -C /OpenROAD-flow-scripts/flow DESIGN_CONFIG=/design/flow/config.mk WORK_HOME=/design/flow/orfs finish
==> reports/metrics.csv <==
stage,metric,value,unit
worst_hold_path,type of the worst min-delay path,input pin to primary output,
logic_synthesis,Synthesis Warnings,1,
finish,CLK BUF,0,
finish,most frequent cells in the layout,"a21oi_1, inv_1, fa_1",
logic_synthesis,synthesized instance count,6710,
floorplanning,Die Height,349,um
critical_path,WP data arrival,18.21,ns
finish,most frequent logic cell in the layout,a21oi_1,
finish,total of fill cells in the finished design,12100,
clock_tree,post_cts resized,0,
logic_synthesis,distinct lib cells,80,
logic_synthesis,Post-Syn Area per Cell,7.18,sq um
floorplanning,die width,349,um
status,status,completed,
logic_synthesis,Post-synth seq share,0,%
sta,"Hold Vio Cnt, Final",0,
job,OpenROAD warnings,46,
placement,placed cells,7879,
placement,hpwl dp,187000,um
route,routed via count,51900,
critical_path,Startpoint Class,input pin,
critical_path,Critical Path Start,a[1],
sta,final worst slack,9.71,ns
worst_hold_path,startpoint of the worst hold path,a[0],
critical_path,WS Path Type,input pin to primary output,
sta,FMAX,39.7,MHz
critical_path,"delay-heaviest family, CP",adder cells,
pwr,PwrDens,285,nW/um^2
route,Post-DRT Antenna Nets,0,
pwr,total power,14400,uW
placement,pre-CTS setup slack,9.69,ns
route,initial DRC count,6522,
route,drt wl/cell,31.4,um
critical_path,Worst EP required,27.92,ns
worst_hold_path,WHS Path Cells,6,
global_routing,vias in the first global route,48000,
placement,Placer Congestion,1.08,
global_routing,initial antenna violation count,19,
critical_path,largest stage delay on the critical path,0.63,ns
route,Vias/cell,6.58,
sta,Tmin final,25.19,ns
sta,Worst Tran Pin Value,1.20,ns
global_routing,gr ovfl total,0,
floorplanning,Core ar.,119000,sq um
critical_path,Critical-path top delay cell,or4b_2,
sta,period utilization,72.2,%
critical_path,Crit Path Max Fanout,30,
job,max cap viols,0,
floorplanning,full die area,122000,sq um
placement,IO Port Bufs,129,
finish,"Cell Count, Final, Fillers Out",7886,
finish,fraction of layout cells with a size suffix above 1,7.82,%
route,final WL,247000,um
sta,Slew headroom,20.0,%
global_routing,GRT Overall Usage,42.1,%
pwr,Net Sw Frac,50.7,%
finish,final instance area,50600,sq um
sta,fin. max-slew vios,0,
pwr,Net Switching,7290,uW
pwr,Max rail drop VDD,0.00110,V
finish,Syn-to-layout area delta,4.93,%
finish,Comb area,42700,sq um
route,DRC errors left,0,
finish,FF+latch area,0,sq um
clock_tree,post-CTS setup buffers,0,
clock_tree,Post-CTS Hold Fix Bufs,0,
logic_synthesis,"Chip Area, Yosys",48200,sq um
floorplanning,Ports,129,
logic_synthesis,Yosys Instances,6710,
worst_hold_path,Worst Hold Endpoint,result[0],
pwr,internal power,7090,uW
global_routing,first-pass GRT wire length,355000,um
logic_synthesis,mapped cell area,48200,sq um
route,drt pass-1 iters,7,
critical_path,Crit path buffers/inverters,10,
placement,placed inst area,50500,sq um
sta,RSZ-0062 raised after global routing,no,
finish,Flop Count,0,
pwr,Leakage,0.0220,uW
floorplanning,FP Core Util,40.6,%
sta,Sum Neg Setup Slack,0,ns
sta,final setup vio count,0,
global_routing,largest net degree at the start of global routing,133,
floorplanning,# rows,126,
critical_path,Crit. End Element,primary output,
==> power groups by stage <==
stage    sequential (uW)  combinational [uW]   clock, uW
4_1_cts                0               14600           0
5_1_grt                0               16100  0.00000385
==> area by class of cell <==
type / count / share of cell area, %
multi-input cells: 5172 / 84.4
inverters: 699 / 5.19
well taps: 1600 / 3.96
repair buffers: 408 / 6.41
diodes: 7 / 0.0346
==> per-layer routing <==
layer  global-route usage [%]  vias to the layer above  routed length [um]
li1                         -                    22500                   -
met1                     56.0                    24800               92600
met2                     53.0                     3760               94000
met3                     28.5                      734               46200
met4                     17.4                       44               14000
met5                     2.84                        -                 608
==> worst max-delay path by stage <==
stage | endpoint | slack, ns | depth (start not counted)
4_1_cts | result[61] | 9.63 | 36
5_1_grt | result[59] | 9.11 | 37
6_report | result[62] | 9.71 | 35
==> cell families (layout without fill, tap and decap cells) <==
group                      Yosys count  count (layout)  synth area share (%)
buffers and inverters             1538            1107                  12.0
adders and majority gates          841             841                  32.4
other                                0               7                     0
muxes                              279             279                  6.70
and+or+nand+nor                   1307            1307                  11.7
AOI/OAI and AO/OA                 2559            2559                  33.6
xor gates and xnor gates           186             186                  3.48
==> metrics by stage <==
stage / hold slack (ns) / utilization (%)
2_1_floorplan: 14.48 / -
3_3_place_gp: 15.49 / 42.6
3_5_place_dp: 15.50 / 42.6
4_1_cts: 15.52 / 42.6
5_1_grt: 15.61 / 42.6
6_report: 15.52 / 42.6
==> synthesized netlist by cell type (112+ instances only) <==
library cell    n  area [sq um]
a31oi_1       141           882
a211o_1       134          1170
a21oi_1       701          3510
mux2i_1       237          2370
nor2_1        459          1720
inv_1         687          2580
buf_1         112           420
nand2_1       563          2110
o21ai_0       644          3220
ha_1          159          1990
xnor2_1       139          1220
clkbuf_1      716          2690
a211oi_1      157          1180
fa_1          681         13600
Power and IR drop assume default switching activity.
