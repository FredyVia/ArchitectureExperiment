### ./design.v
module div_self_align(
    input wire clk,
    input wire rst,
    input wire [31:0] a,     
    input wire [31:0] b,     
    input wire sign,         
    input wire opn_valid,    
    output reg res_valid,    
    input wire res_ready,    
    output wire [63:0] result
    );
    reg [31:0] a_save, b_save;
    reg [64:0] SR;           
    reg [31:0] REMAINER;     
    wire [31:0] QUOTIENT;
    wire [32:0] DIVISOR;
    wire [31:0] divident_abs;
    wire [31:0] divisor_abs;
    wire [31:0] remainer, quotient;
    reg start;
    reg left_shift;
    reg [31:0] flag;         
    assign DIVISOR = SR[64:32];
    assign QUOTIENT = {SR[0],SR[1],SR[2],SR[3],SR[4],SR[5],SR[6],SR[7],SR[8],SR[9],SR[10],SR[11],SR[12],SR[13],SR[14],SR[15],SR[16],SR[17],SR[18],SR[19],SR[20],SR[21],SR[22],SR[23],SR[24],SR[25],SR[26],SR[27],SR[28],SR[29],SR[30],SR[31]};
    assign divident_abs = (sign & a[31]) ? ~a + 1'b1 : a;
    assign divisor_abs = (sign & b[31]) ? ~b + 1'b1 : b;
    assign remainer = (sign & a_save[31]) ? ~REMAINER + 1'b1 : REMAINER;
    assign quotient = sign & (a_save[31] ^ b_save[31]) ? ~QUOTIENT + 1'b1 : QUOTIENT;
    assign result = {remainer,quotient};
    wire CO;
    wire [32:0] sub_result;
    wire [31:0] mux_result;
    adderN #(33) ADDER(
        1'b1,~DIVISOR,{1'b0,REMAINER},
        sub_result,CO
    );
    assign mux_result = ~left_shift & CO ? sub_result[31:0] : REMAINER;  
    always @(posedge clk) begin
        if(rst) begin
            SR <= 0;
            REMAINER <= 0;
            a_save <= 0;
            b_save <= 0;
            start <= 1'b0;
            left_shift <= 1'b1;
        end
        else if(~start & opn_valid & ~res_valid) begin
            start <= 1'b1;
            left_shift <= 1'b1;
            a_save <= a;
            b_save <= b;
            REMAINER <= divident_abs;
            SR[64:32] <= {divisor_abs[31:0],1'b0};   
            flag <= 32'h0000_0002;
            SR[31:0] <= 32'b0;
        end
        else if(start) begin
            if(left_shift & CO) begin
                SR <= {SR[63:0],1'b0};
                flag <= {flag[30:0],1'b0};
            end
            if(left_shift & ~CO) begin
                left_shift <= 1'b0;
                SR <= {1'b0,SR[64:1]};
                flag <= {1'b0,flag[31:1]};
            end
            else if(~left_shift) begin
                if(flag[0]) begin
                    REMAINER <= mux_result;
                    SR[31] <= CO;
                    start <= 1'b0;
                end
                else begin
                    REMAINER <= mux_result;
                    SR <= {1'b0,SR[64:32],CO,SR[30:1]};
                    flag <= {1'b0,flag[31:1]};
                end
            end
        end
    end
    wire data_go;
    assign data_go = res_valid & res_ready;
    always @(posedge clk) begin
        res_valid <= rst     ? 1'b0 :
                     start & ~left_shift & flag[0] ? 1'b1 :
                     data_go ? 1'b0 : res_valid;
    end
endmodule
module full_adder(
    input Cin,x,y,
    output s,Cout
    );
    assign s  = x ^ y ^ Cin;
    assign Cout = (x & y) | (x & Cin) | (y & Cin);
endmodule
module adderN
    #(N = 32)(
    input carryin,
    input [N-1:0] x,y,
    output [N-1:0] s,
    output carryout
    );
    wire [N:0] c;
    assign c[0] = carryin;
    assign carryout = c[N];
    genvar i;
    generate
        for(i=0;i<N;i=i+1)
            full_adder stage(c[i],x[i],y[i],s[i],c[i+1]);
    endgenerate
endmodule
### ./run.sh
#!/bin/bash
# OpenROAD 26Q1-2900-gdf79404cd8, Yosys 0.63+post, stock flow scripts
make -C /OpenROAD-flow-scripts/flow DESIGN_CONFIG=/design/flow/config.mk WORK_HOME=/design/flow/orfs finish
### ./config.mk
export PLATFORM = sky130hd
export DESIGN_NAME = div_self_align
export DESIGN_NICKNAME = div_self_align
export VERILOG_FILES = /design/flow/design.v
export SDC_FILE = /design/flow/constraint.sdc
export NUM_CORES = 4
export LEC_CHECK = 1
export CORE_UTILIZATION = 30
### ./constraint.sdc
current_design div_self_align

set clk_period 13.6
set clk_io_pct 0.2

create_clock -name clk0 -period $clk_period [get_ports {clk}]

set non_clock_inputs [all_inputs -no_clocks]
set_input_delay [expr $clk_period * $clk_io_pct] -clock clk0 $non_clock_inputs
set_output_delay [expr $clk_period * $clk_io_pct] -clock clk0 [all_outputs]
==> out/metrics.yaml <==
status:
  status: "finished clean"
grt:
  grt_overflow: 0
  use_met1: 0.299
  grt_pass1_vias: 9271
  grt_util_met3: 0.0344
  grt_max_degree: 64
  grt_use_total: 0.197
  antenna_found_initial: 1
  top_usage_layer: "met2"
  grt_pass1_wl_microns: 51600
  grt_use_met2: 0.302
worst_setup_path:
  slowest_stage: "fa_2"
  critPathBufInv: 3
  crit_fanout: 7
  worstReg2RegEnd: "SR[48]"
  r2r_slack_ns: 0.49
  worstSetupStartpointType: "flop"
  crit_path_frequent_cell: "fa_2"
  reg2reg_from: "REMAINER[0]"
  cpLargestDelayFamily: "adder cells"
  cp.required_ns: 13.86
  end_kind: "flop"
  worstSetupPathType: "reg2reg"
  cp_data_arrival_time_ns: 13.37
  reg2reg_depth: 40
  cp_slowest_stage_delay_ns: 0.43
placed_design:
  gp_congestion: 0.963
  hpwl_microns: 22800
  port-buffer-count: 133
  dp_cells: 1793
timing:
  hold_viol_final: 0
  period_minus_slack_ns: 13.11
  clock.fmax_mhz: 76.3
  tightest_slew_ns: 0.871
  rsz0062_at_grt: "false"
  setup_viol: 0
  fin_crit_sh: 0.964
  hold_slack_ns: 0.468
  maxSlewViolCount: 0
  finClkSkew_ns: 0.0114
  slew_headroom: 0.418
min_path:
  hp-start: "b_save[31]"
  hold_class: "reg2reg"
  min_path_cells: 2
  min_to: "b_save[31]"
yosys:
  synth_cell_types: 69
  top_cell: "nand2_1"
  avgSynthCellArea_sq_um: 7.86
  syn_inst: 1270
  top_area_frac: 0.205
  synth-main-ff-cell: "dfxtp_1"
  area_leaders: "dfxtp_1, edfxtp_1, fa_1, nand2_1, a21oi_1"
  yosys_warnings: 1
  synth-async-reset-ratio: 0
  yosys.area.top_type: "dfxtp_1"
  synth_flops: 134
  ys_top_cells_by_count: "nand2_1, a21oi_1, nor2_1"
  synth_area_sq_um: 9980
  ys_seq_frac: 0.301
  ys_area_sq_um: 9980
  edf_count: 32
  ys_cells: 1270
cts:
  clock-root-buffer: "clkbuf_16"
  clockBufferDepth: 2
  cts_max_level: 4
  cts_buffers: 17
  cts.clk_slew.worst_paths_ns: 0.06
  cts_sinks: 134
  hold_buffers: 0
  tritoncts: "yes"
  insertion_delay_ns: 0.42
power:
  vdd_drop_max_uv: 92.6
  leakagePower_nw: 4.31
  p_total_w: 0.00149
  p_per_area_nw_per_um2: 117
finish:
  final_cells: 1831
  final_layout_size_suffix_gt1_frac: 0.0972
  fillers: 3191
  syn_to_final_growth_pct: 27.3
drt:
  vias: 10100
  vias_per_cell: 5.50
  drc: 0
  drt_iter0_drc: 1120
  drtPass1Iterations: 6
  routed_wirelength_microns: 32600
  wl_per_cell_microns: 17.8
  diodes: 0
  detail-route-antenna-nets: 0
floorplan:
  dieArea_sq_um: 34000
  die_x_microns: 184
  num_rows: 66
  ioPinCount: 134
  die_h_microns: 184
  core-area_sq_um: 32600
  fp_util: 0.306
flow_run:
  warnings: 25
  drv_cap: 0
==> worst max path at each step <==
stage           start            to  cells after the start
4_1_cts   REMAINER[0]  REMAINER[20]                     38
5_1_grt   REMAINER[0]        SR[48]                     40
6_report  REMAINER[0]        SR[48]                     40
==> sequential cells by signal, indices dropped and copies added, names as in the netlist <==
name / count
SR: 65
REMAINER: 32
flag: 32
a_save: 1
b_save: 1
left_shift: 1
res_valid: 1
start: 1
==> logic make-up after synthesis <==
group | Yosys count | synth area share
AOI/OAI and AO/OA | 419 | 0.274
muxes | 7 | 0.00727
buffers and inverters | 150 | 0.0584
adders and majority gates | 36 | 0.0685
DFF | 134 | 0.301
xor gates and xnor gates | 97 | 0.0851
and+or+nand+nor | 427 | 0.206
==> worst min-delay path: stages, from the launching register on <==
cell,delay (ns)
dfxtp_1,0.32
nand2_1,0.05
a21oi_1,0.05
==> metrics by stage <==
| step | setup TNS (ns) | utilization | worst slack (ns) | cell area [sq um] |
|---|---|---|---|---|
| 2_1_floorplan | 0 | - | 0.00735 | 10000 |
| 3_3_place_gp | -11.41 | 0.366 | -0.272 | 11900 |
| 3_5_place_dp | -24.17 | 0.366 | -0.354 | 11900 |
| 4_1_cts | 0 | 0.388 | 0.0189 | 12600 |
| 5_1_grt | 0 | 0.389 | 0.0186 | 12700 |
| 6_report | 0 | 0.389 | 0.487 | 12700 |
==> cell usage in the layout (no fill, tap or decap), drive strengths merged, types with 19 or more instances in the layout <==
cell           count
xor2              34
nor3              23
a22oi             62
edfxtp            32
xnor2             63
o22ai             23
nand3             20
clkbuf            19
nor4              27
a21oi            118
a31oi             26
o21ai             70
nor2             105
inv               49
nand2            158
buf               54
fa                31
and2              22
dfxtp            102
clkdlybuf4s50    132
==> area by class of cell <==
| cell class | count | area [sq um] | area share |
|---|---|---|---|
| timing repair buffer | 186 | 1850 | 0.145 |
| sequential | 134 | 3000 | 0.236 |
| clock inverter | 13 | 158 | 0.0124 |
| clock buffer | 19 | 433 | 0.0341 |
| inverter | 49 | 184 | 0.0145 |
| tap | 442 | 553 | 0.0435 |
| multi-input combinational | 988 | 6520 | 0.514 |
==> timing repair <==
action,CTS,global route
buffers inserted,2,0
pin swaps,5,4
resized,16,17
setup endpoints to repair,128,130
gates cloned,4,0
==> where the power goes <==
group          leakage, nW  switching [W]  internal (W)
clock                0.280       0.000180      0.000287
sequential            1.15      0.0000399      0.000450
combinational         2.88       0.000293      0.000241
total                 4.31       0.000513      0.000979
==> per-layer routing <==
metal	part of all wire	up-vias
met5	0.00040	-
met4	0.020	2
li1	-	4868
met3	0.069	29
met1	0.46	4789
met2	0.45	388
Power is estimated from default activity; no workload was simulated.
